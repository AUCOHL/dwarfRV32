## run.sh

```bash
#!/bin/bash
# OpenROAD 26Q1-2900-gdf79404cd8, Yosys 0.63+post, stock flow scripts
make -C /OpenROAD-flow-scripts/flow DESIGN_CONFIG=/design/flow/config.mk WORK_HOME=/design/flow/orfs finish
```

## config.mk

```make
export PLATFORM = sky130hd
export DESIGN_NAME = display
export DESIGN_NICKNAME = display
export VERILOG_FILES = /design/flow/design.v
export SDC_FILE = /design/flow/constraint.sdc
export NUM_CORES = 4
export LEC_CHECK = 1
export CORE_UTILIZATION = 40
```

## constraint.sdc

```tcl
current_design display

set clk_period 6.1
set clk_io_pct 0.2

create_clock -name clk0 -period $clk_period [get_ports {clk}]

set non_clock_inputs [all_inputs -no_clocks]
set_input_delay [expr $clk_period * $clk_io_pct] -clock clk0 $non_clock_inputs
set_output_delay [expr $clk_period * $clk_io_pct] -clock clk0 [all_outputs]
```

## design.v

```verilog
`timescale 1ns / 1ps
module display(          
    input clk, rst,
    input [31:0] Num,
    output[7:0] Out,
    output reg[3:0] Y
    );
    wire [3:0] In;
    wire [15:0] Num_subset;
    reg [1:0] ScanCount;
    reg [2:0] SlideCount; reg upcount;
    SevSegDec hexDec (In, Out[6:0]);
    assign Out[7] =  ~((ScanCount == 2'd0) && (SlideCount == 3'd0) || (ScanCount == 2'd3) && (SlideCount == 3'd4));
    reg gclk100; reg[18:0] gcount100;    
    reg gclk1; reg[25:0] gcount1;        
    always @ (posedge clk) begin 
        if (rst) begin
            gcount1 <= 26'd0;
            gcount100 <= 19'd0;
            gclk1 <= 1'b0;
            gclk100 <= 1'b0;
        end
        else begin
            if (gcount1 == 26'd12_500_000) begin  
                gcount1 <=  26'd0;
                gclk1 <= ~gclk1;
            end
            else
                gcount1 <= gcount1 + 1;
            if (gcount100 == 19'd312_500) begin
                gcount100 <= 19'd0;
                gclk100 <= ~gclk100;
            end
            else
                gcount100 <= gcount100 + 1;
        end
    end
    always @ (posedge gclk100) begin
        if (rst) begin               
            Y <= 4'b0111;  
            ScanCount <= 2'b0;
        end
        else begin
            Y <= {Y[0], Y[3:1]};
            ScanCount <= ScanCount + 1;
        end
    end
    always @(posedge gclk1) begin
        if (rst) begin               
            upcount <= 1'b1;
            SlideCount <= 3'd0;
        end
        else begin 
            if (upcount) begin
                if (SlideCount == 3'd4)
                    upcount <= 1'b0;
                else
                    SlideCount <= SlideCount + 1;
            end
            else begin
                if (SlideCount == 3'd0)
                    upcount <= 1'b1;
                else
                    SlideCount <= SlideCount - 1;
            end
        end
    end
    assign Num_subset = (SlideCount == 3'd0)? Num[31:16] :
                    (SlideCount == 3'd1)? Num[27:12] :
                    (SlideCount == 3'd2)? Num[23:8]  :
                    (SlideCount == 3'd3)? Num[19:4]  : Num[15:0];                    
    assign In = (ScanCount == 2'd0)? Num_subset[15:12]:
                (ScanCount == 2'd1)? Num_subset[11:8] :
                (ScanCount == 2'd2)? Num_subset[7:4]  : Num_subset[3:0]; 
endmodule
module SevSegDec (input [3:0] In, output reg [6:0] Out);
always @ (In) begin
	case (In)
		4'd0:	Out = 7'b000_0001;  
		4'd1:	Out = 7'b100_1111;
		4'd2:	Out = 7'b001_0010;
		4'd3:	Out = 7'b000_0110;
		4'd4:	Out = 7'b100_1100;
		4'd5:	Out = 7'b010_0100;
		4'd6:	Out = 7'b010_0000;
		4'd7:	Out = 7'b000_1111;
		4'd8:	Out = 7'b000_0000;
		4'd9:	Out = 7'b000_0100;
		4'd10:	Out = 7'b000_1000;  
		4'd11:	Out = 7'b110_0000;
		4'd12:	Out = 7'b011_0001;
		4'd13:	Out = 7'b100_0010;
		4'd14:	Out = 7'b011_0000;		
		4'd15:	Out = 7'b011_1000; 
		default: Out = 7'b111_1111;
	endcase
end
endmodule
```

==> run notes <==
The aggregate global-route resource usage was 16.87%. The routed length per instance was 12.83 um. Setup repair after global routing left no endpoint under its margin.

The chip area line of the yosys report was 3776 sq um. Yosys reports that the most numerous cell types are nor2_1, dfxtp_1, nand2_1. Between clock sinks in the finished design, the worst skew comes to 0.008925 ns.

The clock passes through at most 2 buffers. The pin count of the biggest net entering global routing is 27, and the total via count after detailed routing is 3,273. The tools report the via count of the first global-routing pass as 3,069.

The critical path is of the in2out type. In the routed layout, each cell is associated on average with a via count of 5.305. The min-delay analysis places its worst path in the category reg2reg. Endpoint type of the worst setup path: an output port. Tally of yosys warning messages: 2. The clock tree synthesis step divided the H-tree into 2 levels. In the log, the iteration count for the first detailed-route pass is 4. Row generation in the floorplan step produced 35 rows.

The power density over cell area was 141.2 nW/um^2; the post-detailed-route DRC marker count was 0. With the initial antenna violation count at 0, the data required time at the worst endpoint is 4.88 ns. Core outline area: 9196 sq um. The detailed router reported a total wirelength of 7915 um. The tools report the number of cells in Yosys stat as 471. Sequential cells were found to cover 30.22% of the synthesized design area. The tools report the kind of launch point of the worst setup path as an input port. In the synthesized netlist, mux cells make up 5.799% of the area. The dominant cell type by area after synthesis is dfxtp_1.

For this run, the final setup violation count is recorded as 0. The initial utilization of the core area, before any placement, comes to 41.06%. The signal arrival time at the worst endpoint came out at 4.09 ns. Synthesis-to-layout area growth: 15.77%. The main logic family after synthesis is simple AND/OR/NAND/NOR gates. Once the clock tree was built, the setup fixing pass inserted 0 buffers. In this run, the number of DRC markers left after iteration 0 of detailed routing was 109.

The register bit count reported by yosys works out to 57. The run finished with clean final reports. The proportion of netlist area held by the largest area contributor works out to 30.22%.

The tools report the wire length of the first global-routing pass as 13,690 um. In this run the VDD rail shows a maximum IR drop of 173.4 uV. The tools report the clock network latency to the later pin of the worst-skew pair as 0.30 ns. The run gives 0 for the number of resized instances in the post-cts repair step. The critical path's slowest cell was a32oi_1. Per the OpenROAD power report, leakage power amounts to 0.001653 uW. The synthesis report lists the most area-consuming cells as dfxtp_1, nor2_1, ha_1.

The tool warning count for the run is 38. After global routing the overflow that remains totals 0. Checking max transition, the worst relative margin is 50.14%. Measured along the y axis, the die boundary spans 99.16 um. The report lists the cells along the critical path as clkdlybuf4s50_1 -> and2b_1 -> o21ai_0 -> a21oi_1 -> o211ai_1 -> a32oi_1 -> inv_1 -> ha_1 -> mux2_2 -> a22o_1 -> clkdlybuf4s50_1. The run gives 0 ns as the setup TNS after final layout. In this run the cell area measured after placement is 4254 sq um.

Final worst setup slack: 0.7873 ns. The share of synthesized cell area in and-or and or-and compound cells is 16.30%. The run gives 188.2 MHz for the highest clock frequency the design can meet.

After filler insertion, the fill cell instance count of the layout stands at 902. The final instance area came out at 4372 sq um. Post-synthesis simple-gate area fraction: 25.48%. After its last routability iteration, the placer logged a weighted congestion of 0.8812.

Per the run summary, max-cap violations total 0. Buffers inserted to repair hold after CTS numbered 0. The run gives 5 as the total CTS buffers. For the pin with the worst max-slew slack, the measured transition is 0.7480 ns. Yosys mapped the design onto 64 distinct sky130hd cell types. The count of port buffers added during placement came out at 45. The number of register pins that no clock reaches is 10, and the post-synthesis instance total is 471. The fraction of layout instances using a drive strength above 1 works out to 6.917%. Per the final timing report, the hold violations number 0.

Once detail routing completed, the nets flagged for antenna violations numbered 0. The most used cell along the critical path was clkdlybuf4s50_1. The shortest clock period the worst path allows after layout works out to 5.313 ns. Measured on the finished design, the core utilization comes to 47.54%.

The clock-pin transition on the worst setup and hold timing paths is 0.08 ns, and the count of flip-flops with a built-in enable after synthesis is 0. HPWL after detailed placement: 5672 um. The run gives 1 for the cell depth of the worst hold path. Post-synthesis async set-or-reset flop share: 0%. The synthesized netlist devotes 9.046% of its cell area to XOR and XNOR gates.

The die boundary width is 99.16 um. Before any placement, the netlist area is recorded as 3776 sq um. 46 I/O pins were placed. For this run, the leading register cell type out of synthesis is dfxtp_1. 15 endpoints have no timing constraint.

Post-route period utilization is reported as 87.09%. Looking at the critical path, the highest net fanout was 8. The repair_antennas step left the layout with diodes totalling 0.

Yosys instantiated no cell more often than nor2_1. For reference, the post-synthesis area per instance comes to 8.017 sq um. STA shows the worst reg2reg path with a cell count of 6.

The largest single stage delay on the critical path is 0.58 ns. The die area is 9833 sq um, and the pre-CTS worst setup slack is 0.7954 ns. TritonCTS built the clock tree. In this run, the synthesized area fraction spent on adder and majority cells is recorded as 6.627%. Counting pins that exceed their max-slew limit in the final report gives 0.

CTS placed an instance of clkbuf_8 at the clock tree root.
==> through the flow <==
step	hold WS, ns	power [uW]	instances
2_1_floorplan	0.4300	354.3	471
3_3_place_gp	0.4454	389.9	609
3_5_place_dp	0.4584	389.8	609
4_1_cts	0.4781	625.5	617
5_1_grt	0.4979	639.8	617
6_report	0.4692	617.4	617
==> final timing paths <==
path	from	to	slack (ns)
worst max-delay path	Num[12]	Out[0]	0.79
worst max register to register	gcount1[4]	gcount1[22]	4.08
worst min register to register	gcount1[0]	gcount1[0]	0.47
worst min-delay path	gcount1[0]	gcount1[0]	0.47
==> cells in the final DEF (no fill, tap or decap), drive strengths merged, types with 4 or more instances in the layout <==
master	netlist	layout
nor2	68	68
dfxtp	57	57
clkdlybuf4s50	0	45
nand2	34	34
a21oi	30	30
xor2	28	28
inv	26	26
nand3	21	21
o21ai	21	21
ha	20	20
mux2i	14	14
and3	11	11
xnor2	11	11
nand4	10	10
nor2b	9	9
mux2	7	7
a31oi	7	7
o22ai	6	6
or3	6	6
clkbuf	8	6
or2	6	6
nand2b	5	5
buf	15	5
nor4	5	5
nor3	4	4
==> power by group <==
group | leakage (uW) | switching [uW] | internal, uW
sequential | 0.000463 | 4.28 | 310
clock | 0.0000612 | 102 | 133
combinational | 0.00113 | 29.6 | 38.8
total | 0.00165 | 136 | 481
==> cell families after synthesis <==
logic type	after synthesis
buf+inv	49
mux	21
xor+xnor	39
flops	57
compound gates	94
simple gates	191
fa+ha+maj	20
==> critical path, delay by kind of cell <==
family | cells | cell delay [ns]
AND-OR/OR-AND | 5 | 1.12
multiplexers | 1 | 0.27
adder cells (fa/ha/maj) | 1 | 0.28
AND/OR/NAND/NOR | 1 | 0.21
buffers and inverters | 3 | 1.00
==> state kept, by name, summed over array words and instances (netlist names), named ones only <==
| signal | cells |
|---|---|
| gcount100 | 19 |
| gcount1 | 26 |
| SlideCount | 3 |
| Y | 4 |
| ScanCount | 2 |
| gclk1 | 1 |
| gclk100 | 1 |
==> area by class of cell <==
class	instances	area, sq um	share of cell area, %
clock buffer	6	82.58	1.889
tap	111	138.9	3.177
multi-input combinational	365	2389	54.64
timing repair buffer	50	488.0	11.16
clock inverter	2	35.03	0.8014
inverter	26	97.59	2.232
sequential	57	1141	26.10
==> metal layers <==
layer,part of all wire [%],vias up,track usage [%]
met5,0,-,0
met4,1.5,0,2.715
met1,50,1484,24.63
met2,44,70,28.29
li1,-,1707,-
met3,4.2,12,1.787
Power figures rest on the tool's default switching activity, not on a simulated workload.
