[flow/run.sh]
#!/bin/bash
# OpenROAD 26Q1-2900-gdf79404cd8, Yosys 0.63+post, stock flow scripts
make -C /OpenROAD-flow-scripts/flow DESIGN_CONFIG=/design/flow/config.mk WORK_HOME=/design/flow/orfs finish
[flow/design.v]
module regFile(  
    input clk, rst,
    input rfwr,	
    input [4:0] rfrd, rfrs1, rfrs2,
    input [31:0] rfD,
    output [31:0] rfRS1, rfRS2
	,input simdone
);
    reg[31:0] RF[31:0];
    assign rfRS1 = RF[rfrs1];
	assign rfRS2 = RF[rfrs2];
	integer i;
    initial begin  
        for(i=0; i<32; i=i+1)
            RF[i] = 0;
    end
    always @(posedge clk)
        if(!rst) begin
            if(rfwr) begin
                RF[rfrd] <= rfD;
            end
        end
endmodule
[flow/config.mk]
export PLATFORM = sky130hd
export DESIGN_NAME = regFile
export DESIGN_NICKNAME = regFile
export VERILOG_FILES = /design/flow/design.v
export SDC_FILE = /design/flow/constraint.sdc
export NUM_CORES = 4
export LEC_CHECK = 1
export CORE_UTILIZATION = 40
[flow/constraint.sdc]
current_design regFile

set clk_period 8.3
set clk_io_pct 0.2

create_clock -name clk0 -period $clk_period [get_ports {clk}]

set non_clock_inputs [all_inputs -no_clocks]
set_input_delay [expr $clk_period * $clk_io_pct] -clock clk0 $non_clock_inputs
set_output_delay [expr $clk_period * $clk_io_pct] -clock clk0 [all_outputs]
==> impl_metrics.tcl <==
# implementation run metrics
set metrics [dict create \
    run_status "complete, no violations" \
    routed-wl-met3_um 20620 \
    lay_top_cells "sky130_fd_sc_hd__edfxtp_1 (1,024), sky130_fd_sc_hd__mux2i_1 (1,024), sky130_fd_sc_hd__nand2_1 (194)" \
    setup.worst_path.end_class "output port" \
    place_hpwl_um 79160 \
    count_of_routing_violations_after_the_opening_detailed_route_iteration 1939 \
    regMostFlops "RF" \
    rsz0062_at_grt "no" \
    hold_buffers 0 \
    yosys_stat_area_sq_um 48770 \
    cts_resized 0 \
    final.setup.tns_ns 0 \
    timing.setup.critical_path_class "primary input to output port" \
    holdWs_ns 1.802 \
    wire_per_inst_um 28.47 \
    place.port_buffers 113 \
    place.gp.congestion 0.8613 \
    yosysTopAreaCellShare_pct 63.05 \
    area.growth.synth_to_final_pct 13.27 \
    total_detailed_routing_wirelength_um 147600 \
    layout_min_cycle_time_ns 6.667 \
    cts_made_buffers 106 \
    worst_slew_pin_slew_ns 1.010 \
    wire_length_of_the_first_global_routing_pass_um 210900 \
    tritoncts "done" \
    drt_drc_violations_left 0 \
    layout.filler_cells 10510 \
    detailroute.wirelength.met2_um 69900 \
    synth_sequential_area_ratio_pct 63.05 \
    period_utilization_pct 80.32 \
    final_cells 5183 \
    post_dp_cell_area_sq_um 51870 \
    io_pins 115 \
    max_freq_mhz 150.0 \
    netlist-cell-type-count 24 \
    post-route-cell-area_sq_um 55240 \
    die_area_sq_um 123300 \
    place_inst 4985 \
    floorplan_die_width_um 351.2 \
    via_count_of_the_first_global_routing_pass 31370 \
    ctsHtreeMaxLevel 3 \
    number_of_cells_in_the_yosys_synthesis_report 3389 \
    cts_sinks 1024 \
    slew_headroom_pct 32.52 \
    final-max-slew-violation-count 0 \
    synth.cell_area_sq_um 48770 \
    min_from "rfD[19]" \
    antenna_found_initial 9 \
    peakVddDrop_mv 0.1696 \
    power.density_cell_area_nw_per_um2 206.3 \
    yosys_warnings 1 \
    timing.critical_path.fanout_max 34 \
    drt_pass_1_iters 5 \
    biggestRegsByFlops "RF: 1024 flops" \
    num_rows 127 \
    highest-signal-layer "met5" \
    required_arrival_time_at_the_worst_endpoint_ns 6.64 \
    cts.repair_timing.setup_buffer_count 0 \
    clockBufferDepth 3 \
    hold_class "primary input to register" \
    maximum_number_of_pins_on_one_net_before_global_route_repair 97 \
    largest_register_ffs 1024 \
    gate_count_after_technology_mapping 3389 \
    route.vias.total 30620 \
    worstSetupStartpoint "rfrs2[0]" \
    maxCapViolCount 0 \
    clock-root-buffer "sky130_fd_sc_hd__clkbuf_16" \
    synthTopCellsByArea "sky130_fd_sc_hd__edfxtp_1 (63%), sky130_fd_sc_hd__mux2i_1 (21%), sky130_fd_sc_hd__a22oi_1 (3.0%)" \
    core_area_sq_um 120400 \
    worstPathArrival_ns 5.01 \
    final-hold-violation-count 0 \
    synth.largest_area_cell "sky130_fd_sc_hd__edfxtp_1" \
    fp_util_pct 40.49 \
    kind_of_start_point_of_the_critical_path "primary input" \
    grt.overflow.total 0 \
    floorplan.die.height_um 351.2 \
    power.leakage_nw 20.12 \
    timing.final.setup_violations 0 \
    report.power.total_mw 11.40 \
    metal_1_wl_um 52470 \
    final_antenna_net_count 0 \
    routed_via_density 5.907 \
    cts.clk_slew.worst_paths_ns 0.06 \
    tool_warnings 27 \
    global_route.usage.total_pct 25.68 \
    drive_gt1_share_pct 8.943 \
    synth.avg_cell_area_sq_um 14.39 \
    numSynthFlops 1024 \
]
==> synthesized netlist by cell type <==
| cell type | instances |
|---|---|
| sky130_fd_sc_hd__nand4b_1 | 1 |
| sky130_fd_sc_hd__edfxtp_1 | 1024 |
| sky130_fd_sc_hd__nand3_1 | 193 |
| sky130_fd_sc_hd__buf_6 | 37 |
| sky130_fd_sc_hd__nor2b_1 | 4 |
| sky130_fd_sc_hd__clkbuf_4 | 4 |
| sky130_fd_sc_hd__mux2i_1 | 1024 |
| sky130_fd_sc_hd__or3_1 | 2 |
| sky130_fd_sc_hd__nor2_1 | 36 |
| sky130_fd_sc_hd__nor3_1 | 64 |
| sky130_fd_sc_hd__or3b_2 | 3 |
| sky130_fd_sc_hd__nand2_1 | 196 |
| sky130_fd_sc_hd__or2_2 | 2 |
| sky130_fd_sc_hd__a22o_1 | 128 |
| sky130_fd_sc_hd__buf_4 | 55 |
| sky130_fd_sc_hd__a22oi_1 | 192 |
| sky130_fd_sc_hd__buf_2 | 69 |
| sky130_fd_sc_hd__nand2b_1 | 5 |
| sky130_fd_sc_hd__buf_1 | 6 |
| sky130_fd_sc_hd__nand3b_1 | 3 |
| sky130_fd_sc_hd__a21oi_1 | 192 |
| sky130_fd_sc_hd__and2_1 | 2 |
| sky130_fd_sc_hd__clkbuf_1 | 83 |
| sky130_fd_sc_hd__a31oi_1 | 64 |
==> cell families after synthesis <==
logic type             share of synthesized area [%]
buffers and inverters                          3.156
muxes                                          21.02
AOI/OAI and AO/OA                              8.045
and+or+nand+nor                                4.733
DFF                                            63.05
==> metrics by stage <==
step	util, %	worst slack, ns
final	45.87	1.633
after global routing	45.86	1.531
after CTS	45.86	1.653
after detailed placement	43.07	1.658
after global placement	43.07	1.650
after floorplan	-	3.925
==> per-layer routing <==
metal  vias to the layer above  global-route usage (%)
met5                         -                   1.452
met4                        14                   6.078
met3                       268                   15.51
met2                      1573                   39.19
met1                     15170                   31.93
li1                      13600                       -
==> worst max-delay path, stage by stage <==
cell                              delay (ns)
sky130_fd_sc_hd__clkdlybuf4s50_1        0.76
sky130_fd_sc_hd__nor2b_4                0.58
sky130_fd_sc_hd__buf_4                  0.68
sky130_fd_sc_hd__a22o_1                 0.25
sky130_fd_sc_hd__nor3_1                 0.05
sky130_fd_sc_hd__a31oi_1                0.30
sky130_fd_sc_hd__nand3_1                0.23
sky130_fd_sc_hd__clkdlybuf4s50_1        0.46
==> path summary, 6_finish.rpt <==
path	end	slack, ns	cells past startpoint
setup / recovery	rfRS2[17]	1.63	8
hold / removal	RF[15][19]	1.80	2
==> cell type report <==
cell class / count / area (sq um) / area share, %
diodes: 4 / 10.01 / 0.01812
clock buffers: 141 / 2890 / 5.232
clock inverters: 53 / 473.0 / 0.8561
multi-input cells: 2111 / 16790 / 30.39
flip-flops and latches: 1024 / 30750 / 55.66
well taps: 1612 / 2017 / 3.651
repair buffers: 238 / 2317 / 4.195
==> power breakdown <==
part,leakage [nW],switching [mW],internal [mW],total [mW]
registers,9.21,0.0138,5.73,5.74
clock network,1.64,1.94,2.71,4.64
logic,9.27,0.628,0.389,1.02
total,20.1,2.58,8.82,11.4
Power figures rest on the tool's default switching activity, not on a simulated workload.
